`flow/config.mk`:
```
export PLATFORM = sky130hd
export DESIGN_NAME = video_proc
export DESIGN_NICKNAME = video_proc
export VERILOG_FILES = /design/flow/design.v
export SDC_FILE = /design/flow/constraint.sdc
export NUM_CORES = 4
export LEC_CHECK = 1
export CORE_UTILIZATION = 30
```
`flow/constraint.sdc`:
```
current_design video_proc

set clk_period 13.8
set clk_io_pct 0.2

create_clock -name clk0 -period $clk_period [get_ports {clk}]

set non_clock_inputs [all_inputs -no_clocks]
set_input_delay [expr $clk_period * $clk_io_pct] -clock clk0 $non_clock_inputs
set_output_delay [expr $clk_period * $clk_io_pct] -clock clk0 [all_outputs]
```
`flow/design.v`:
```
`timescale 1ns/1ps
module video_proc(
    input  wire        clk,
    input  wire        rst,
    input  wire        start,
    input  wire [31:0] in_addr,
    input  wire [31:0] out_addr,
    output reg         done,
    output reg  [31:0] mem_addr,
    input  wire [31:0] mem_rdata,
    output reg  [31:0] mem_wdata,
    output reg         mem_we
);
    localparam IDLE  = 2'd0,
               READ  = 2'd1,
               WRITE = 2'd2,
               DONE  = 2'd3;
    reg [1:0] state;
    always @(posedge clk) begin
        if (rst) begin
            state    <= IDLE;
            done     <= 1'b0;
            mem_we   <= 1'b0;
            mem_addr <= 32'b0;
            mem_wdata<= 32'b0;
        end else begin
            case (state)
                IDLE: begin
                    done   <= 1'b0;
                    mem_we <= 1'b0;
                    if (start) begin
                        mem_addr <= in_addr;
                        state    <= READ;
                    end
                end
                READ: begin
                    mem_wdata <= mem_rdata + 32'h100;
                    mem_addr  <= out_addr;
                    mem_we    <= 1'b1;
                    state     <= WRITE;
                end
                WRITE: begin
                    mem_we <= 1'b0;
                    state  <= DONE;
                end
                DONE: begin
                    done <= 1'b1;
                    if (!start)
                        state <= IDLE;
                end
            endcase
        end
    end
endmodule
```
`flow/run.sh`:
```
#!/bin/bash
# OpenROAD 26Q1-2900-gdf79404cd8, Yosys 0.63+post, stock flow scripts
make -C /OpenROAD-flow-scripts/flow DESIGN_CONFIG=/design/flow/config.mk WORK_HOME=/design/flow/orfs finish
```
==> impl_metrics.tcl <==
# place-and-route summary
set metrics [dict create \
    syn-cell-area_mm2 0.003173 \
    min_period_over_period_pct 35.57 \
    first_iter_violations 136 \
    logic_area_mm2 0.001614 \
    flop_area_mm2 0.001405 \
    hold_class "reg -> reg" \
    fin_crit_ps 4909 \
    postCtsSetupBuffers 0 \
    dr.pass1.iters 4 \
    layout.cells.non_filler 636 \
    rows 37 \
    edf_count 0 \
    yosysCellCount 346 \
    root_buffer "clkbuf_8" \
    synth_top_cell_by_count "dfxtp_1" \
    synth.area.top_cells "dfxtp_1, mux2i_1, a211oi_1" \
    grt_pass1_wl_mm 14.03 \
    start_kind "primary input" \
    cts_buffers 9 \
    ant_nets 0 \
    finalHoldViolCount 0 \
    max_freq_mhz 203.7 \
    synth_warnings 1 \
    synth_cell_types 40 \
    fin_skew_ps 10.46 \
    status "finished, final reports clean" \
    drive_above_1_share_pct 5.400 \
    synthCells 346 \
    ys_area_mm2 0.003173 \
    cts_max_path_buffers 2 \
    syn_avg_cell_area_um2 9.171 \
    final.setup.tns_ps 0 \
    grt_pass1_vias 2758 \
    fp_util_pct 30.87 \
    cts_resized 0 \
    die_area_mm2 0.01099 \
    drv_cap 0 \
    synthArstFlopShare_pct 0 \
    dpl_cell_area_mm2 0.004867 \
    arrival_ps 5160 \
    h-tree-depth 3 \
    ys_seq_elements 70 \
    drc 0 \
    path_max_fanout 13 \
    grt_usage_pct 16.12 \
    antenna_found_initial 0 \
    power_density_mw_per_mm2 99.43 \
    vias_per_cell 4.750 \
    fill_cells 970 \
    slew_headroom_pct 47.28 \
    port_buffers 164 \
    fin_area_mm2 0.005077 \
    area_delta_synth_final_pct 60.02 \
    power_mw 0.5048 \
    common_cells "dfxtp_1, nor2_1, a211oi_1" \
    hpwl_mm 6.390 \
    crit_type "in -> reg" \
    flop_cell "dfxtp_1" \
    gr-total-overflow 0 \
    routabilityCongestion 0.7996 \
    placedCellCount 621 \
    worstMarginPinSlew_ps 790.7 \
    yosys.area.top_type "dfxtp_1" \
    clock-sinks 70 \
    clk_pin_slew_worst_paths_ps 80 \
    grt_start_max_net_pins 75 \
    die_height_um 104.8 \
    n_antenna_cell 0 \
    coreArea_mm2 0.01028 \
    yosys.stat.seqShare_pct 44.16 \
    cts_tree "done" \
    vias 3021 \
    cts_hold_buf 0 \
    die_x_um 104.8 \
    setup_viol 0 \
    peakVddDrop_mv 0.04696 \
    ios 165 \
    cp.required_ps 14050 \
    endpoint_kind "register" \
    clock_latency_ps 340 \
    drt_wl_total_mm 8.889 \
    p_leak_nw 1.753 \
    netlist.area_leader.share_pct 44.16 \
    rsz0062_at_grt "false" \
    routedWlPerCell_um 13.98 \
    warning_count 25 \
    drv_slew 0 \
]
-- sequential cells by signal (all words and copies together) (netlist names) --
register   count
done           1
mem_addr      32
mem_wdata     32
mem_we         1
state          4
-- placed cells by master (no fill, tap or decap), drive strengths merged, types with 2 or more instances in the layout --
master / n
nand2: 9
or3: 8
o21ai: 7
clkdlybuf4s50: 163
a211oi: 43
dfxtp: 70
or4: 4
nor4: 5
a311oi: 10
mux2i: 41
xnor2: 7
buf: 4
nor3b: 3
xor2: 3
nand3: 10
bufinv: 2
nor2: 68
nor3: 3
and3: 2
nand4: 4
o31ai: 2
clkbuf: 9
inv: 6
a21oi: 3
clkinvlp: 2
-- final timing paths --
| kind | start | slack (ps) | cells past startpoint | endpoint |
|---|---|---|---|---|
| worst max-delay path | mem_rdata[11] | 8890 | 5 | mem_wdata[31] |
| worst min-delay path | state[1] | 430 | 1 | mem_we |
| worst max register to register | state[2] | 11850 | 4 | mem_addr[5] |
| worst min register to register | state[1] | 430 | 1 | mem_we |
-- cells by family (layout without fill, tap and decap cells) --
logic type                 after synthesis  in the layout  synth area share, %
buffers and inverters                   33            187                4.968
and+or+nand+nor                        121            121                18.30
DFF                                     70             70                44.16
muxes                                   42             42                13.29
adders and majority gates                1              1               0.3943
AOI/OAI and AO/OA                       69             69                16.13
xor gates and xnor gates                10             10                2.760
-- critical path: stages --
cell and delay [ps]:
clkdlybuf4s50_1 550, nand4_1 420, or4_1 740, or4_1 440, a311oi_1 250
-- per-stage QoR --
stage | util, % | setup slack, ps | hold WS [ps]
final | 49.40 | 8891 | 429.4
after global placement | 47.36 | 8650 | 415.7
after detailed placement | 47.36 | 8561 | 417.1
after CTS | 49.40 | 8918 | 433.3
after global routing | 49.40 | 8719 | 444.9
after floorplan | - | 9464 | 399.3
-- power breakdown --
part           internal (mW)  switching (mW)
registers              0.217         0.00983
clock network          0.101          0.0790
logic                 0.0647          0.0339
total                  0.382           0.123
-- routing by layer --
layer | wire [um] | vias to the layer above | share of wire (%) | GRT usage (%)
met5 | 0 | - | 0 | 0
met4 | 74 | 0 | 0.83 | 1.408
met3 | 520 | 5 | 5.8 | 3.685
met2 | 4307 | 79 | 48 | 26.96
met1 | 3988 | 1375 | 45 | 22.54
li1 | - | 1562 | - | -
-- cell type report --
| class | instances | area share [%] |
|---|---|---|
| multi-input combinational | 243 | 31.79 |
| clock buffer | 9 | 2.440 |
| sequential | 70 | 27.67 |
| tap | 136 | 3.351 |
| timing repair buffer | 167 | 32.68 |
| clock inverter | 6 | 1.700 |
| inverter | 5 | 0.3696 |
No activity file was given, so power comes from the tool's default toggle rates.
