$ cat config.mk
export PLATFORM = sky130hd
export DESIGN_NAME = alu
export DESIGN_NICKNAME = alu
export VERILOG_FILES = /design/flow/design.v
export SDC_FILE = /design/flow/constraint.sdc
export NUM_CORES = 4
export LEC_CHECK = 1
export CORE_UTILIZATION = 50
$ cat constraint.sdc
current_design alu

set clk_period 15.4
set clk_io_pct 0.2

create_clock -name clk0 -period $clk_period

set non_clock_inputs [all_inputs -no_clocks]
set_input_delay [expr $clk_period * $clk_io_pct] -clock clk0 $non_clock_inputs
set_output_delay [expr $clk_period * $clk_io_pct] -clock clk0 [all_outputs]
$ cat design.v
`timescale 1ns/1ps
module alu(
    input  wire [3:0]  op,
    input  wire [31:0] a,
    input  wire [31:0] b,
    output reg  [31:0] result,
    output wire        zero,
    output wire        gt
);
    localparam OP_ADD = 4'd0;
    localparam OP_SUB = 4'd1;
    localparam OP_AND = 4'd2;
    localparam OP_OR  = 4'd3;
    localparam OP_NOP = 4'd15;
    always @(*) begin
        case (op)
            OP_ADD: result = a + b;
            OP_SUB: result = a - b;
            OP_AND: result = a & b;
            OP_OR : result = a | b;
            default: result = 32'b0;
        endcase
    end
    assign zero = (result == 0);
    assign gt   = ($signed(a) > $signed(b));
endmodule
$ cat run.sh
#!/bin/bash
# OpenROAD 26Q1-2900-gdf79404cd8, Yosys 0.63+post, stock flow scripts
make -C /OpenROAD-flow-scripts/flow DESIGN_CONFIG=/design/flow/config.mk WORK_HOME=/design/flow/orfs finish
==> impl_metrics.tcl <==
# metrics dict for downstream scripts
set metrics [dict create \
    layout-drive-gt1-share_pct 2.16 \
    ys_sh_simple_pct 24.1 \
    logic_family "AND-OR/OR-AND gates" \
    total_power_mw 0.228 \
    syn2layout_area_growth_pct 19.6 \
    die_w_um 105 \
    crit_required_ns 12.32 \
    yosys.stat.seqShare_pct 0 \
    flops 0 \
    wl_per_cell_um 18.1 \
    comb_area_mm2 0.00473 \
    routed_wl_um 18400 \
    critPathMaxFanout 10 \
    routed_via_density 6.18 \
    ys_cells 818 \
    grt_pass1_wl_um 29600 \
    period_used_pct 72.1 \
    grt_antenna_before_repair 0 \
    antenna_left 0 \
    cts_setup_buffers 0 \
    gp_congestion 1.00 \
    ctsResizeCount 0 \
    fmax_ghz 0.0901 \
    std_cell_rows 37 \
    overflow 0 \
    dp_cells 1016 \
    syn_inst 818 \
    grt_max_degree 58 \
    arrival_ns 8.02 \
    worstHoldPathType "input port to output pin" \
    dpl_cell_area_mm2 0.00631 \
    rsz0062_at_grt "false" \
    postLayoutCellArea_mm2 0.00631 \
    tightest_slew_ns 0.867 \
    p_leak_nw 2.85 \
    hold_buffers 0 \
    synth_area_mm2 0.00527 \
    grt_pass1_vias 5687 \
    dieArea_mm2 0.0110 \
    outcome "finished clean" \
    yosysUniqueCellTypes 76 \
    setup_viol 0 \
    relSlewSlack_pct 41.6 \
    fin_setup_tns_ns 0 \
    synth.avg_cell_area_um2 6.45 \
    dr.pass1.iters 5 \
    nClkBuffers 0 \
    io_buffers 102 \
    ir_worst_vdd_mv 0.0219 \
    drc_errors 0 \
    route.vias.total 6283 \
    power.density_mw_per_mm2 36.1 \
    grt.total_usage_pct 33.7 \
    crit_path_start_kind "input port" \
    die_h_um 105 \
    ys_warn_count 1 \
    ys_sh_aoi_pct 33.6 \
    io-pin-count 102 \
    drv_cap 0 \
    final_util_pct 61.4 \
    coreArea_mm2 0.0103 \
    hold_viol_final 0 \
    xor_share_pct 4.48 \
    worst_setup_path_end_kind "output pin" \
    layout_min_cycle_time_ns 11.10 \
    crit_type "input port to output pin" \
    layoutNonFillerInstCount 1016 \
    drt_iter0_markers 533 \
    adder_share_pct 25.7 \
    dp.final_hpwl_um 14900 \
    fp_util_pct 51.3 \
    warnings 106 \
    drv_slew 0 \
    antenna_cells 0 \
    yosys_area_mm2 0.00527 \
    nFillCells 929 \
    seqCellArea_um2 0 \
    mux_area_share_pct 1.90 \
]
-- cells in the mapped netlist (all sizes together) (4+ instances only) --
cell type / n / area (um2)
mux2i: 10 / 100
o21ai: 64 / 320
o22ai: 17 / 106
xnor2: 22 / 193
a21boi: 5 / 37.5
a211oi: 11 / 82.6
nand2: 78 / 293
o21a: 4 / 30.0
and2: 4 / 25.0
nor3: 29 / 145
or3: 4 / 30.0
a21o: 17 / 128
a31oi: 12 / 75.1
clkbuf: 30 / 113
nand4: 11 / 68.8
o21bai: 12 / 90.1
nor2: 64 / 240
inv: 94 / 353
nand2b: 4 / 25.0
o221ai: 5 / 43.8
buf: 15 / 75.1
a2111oi: 4 / 48.8
nor2b: 13 / 83.8
a21oi: 69 / 345
nor4: 15 / 100
o211ai: 10 / 75.1
nand3: 15 / 75.1
o31ai: 16 / 120
ha: 105 / 1310
and3: 6 / 37.5
xor2: 5 / 43.8
-- area by class of cell --
class	instances	share of cell area, %
inverter	94	5.59
multi-input combinational	679	75.0
timing repair buffer	107	16.7
tap	136	2.70
-- power by group --
part           leakage (nW)  switching, mW  total [mW]  internal, mW
combinational          2.85          0.133       0.228        0.0950
clock                     0              0           0             0
sequential                0              0           0             0
total                  2.85          0.133       0.228        0.0950
-- path summary, 6_finish.rpt --
kind | from | endpoint | slack (ns) | cells after the start
worst max-delay path | a[5] | zero | 4.30 | 14
worst min-delay path | op[0] | result[24] | 7.24 | 4
-- kinds of logic (layout without fill, tap and decap cells) --
logic type,Yosys count,after routing
AND/OR/NAND/NOR,261,261
multiplexers,10,10
AND-OR/OR-AND,274,274
adder cells (fa/ha/maj),107,107
XOR/XNOR,27,27
buffers and inverters,139,201
-- cells in the final DEF, fill, tap and decap left out, types with 4 or more instances in the layout --
cell,count
nor4_1,14
buf_4,5
nor2b_1,12
a21o_1,17
nor3_1,29
nand3_1,15
o221ai_1,5
and2_1,4
nand2_1,78
o21a_1,4
xor2_1,5
ha_1,105
a21boi_0,5
inv_1,94
nor2_1,64
o211ai_1,10
nand2b_1,4
o22ai_1,17
clkdlybuf4s50_1,101
o21bai_1,12
o21ai_0,63
mux2i_1,10
nand4_1,11
and3_1,6
xnor2_1,22
a211oi_1,11
a31oi_1,12
a21oi_1,69
o31ai_1,16
-- metal layers --
metal / routed length [um] / vias up / global-route usage [%] / part of all wire [%]
met4: 313 / 0 / 5.33 / 1.7
met5: 0 / - / 0 / 0
met3: 1920 / 31 / 5.65 / 10
li1: - / 3062 / - / -
met2: 7800 / 346 / 51.7 / 42
met1: 8400 / 2844 / 50.2 / 46
-- worst max-delay path, cell delays in order --
cell and delay (ns):
clkdlybuf4s50_1 0.51, inv_1 0.06, ha_1 0.52, nor2b_2 0.09, o311ai_1 0.43, a31oi_1 0.16, a2111oi_1 0.72, o221ai_1 0.18
or2_1 0.27, or4b_1 0.56, nor4_1 0.43, nand4b_1 0.27, nor4_2 0.25, clkdlybuf4s50_1 0.49
-- through the flow --
step,hold WS (ns),setup slack (ns)
2_1_floorplan,6.33,6.43
3_3_place_gp,7.23,4.50
3_5_place_dp,7.23,4.46
4_1_cts,7.23,4.45
5_1_grt,7.30,4.08
6_report,7.24,4.30
Power and IR drop assume default switching activity.
