==> flow/design.v <==
`timescale 1ns/1ps
module simple_ram #(
    parameter ADDR_WIDTH = 8,
    parameter DATA_WIDTH = 32
)(
    input  wire                     clk,
    input  wire [ADDR_WIDTH-1:0]    addr,
    input  wire [DATA_WIDTH-1:0]    wdata,
    input  wire                     we,
    output reg  [DATA_WIDTH-1:0]    rdata
);
    reg [DATA_WIDTH-1:0] mem [0:(1<<ADDR_WIDTH)-1];
    always @(posedge clk) begin
        if (we) begin
            mem[addr] <= wdata;
        end
        rdata <= mem[addr];
    end
endmodule
==> flow/run.sh <==
#!/bin/bash
# OpenROAD 26Q1-2900-gdf79404cd8, Yosys 0.63+post, stock flow scripts
make -C /OpenROAD-flow-scripts/flow DESIGN_CONFIG=/design/flow/config.mk WORK_HOME=/design/flow/orfs finish
==> flow/config.mk <==
export PLATFORM = sky130hd
export DESIGN_NAME = simple_ram
export DESIGN_NICKNAME = simple_ram
export VERILOG_FILES = /design/flow/design.v
export SDC_FILE = /design/flow/constraint.sdc
export NUM_CORES = 4
export LEC_CHECK = 1
export CORE_UTILIZATION = 40
export SYNTH_MEMORY_MAX_BITS = 65536
==> flow/constraint.sdc <==
current_design simple_ram

set clk_period 66.6
set clk_io_pct 0.2

create_clock -name clk0 -period $clk_period [get_ports {clk}]

set non_clock_inputs [all_inputs -no_clocks]
set_input_delay [expr $clk_period * $clk_io_pct] -clock clk0 $non_clock_inputs
set_output_delay [expr $clk_period * $clk_io_pct] -clock clk0 [all_outputs]
==> impl_results.rst <==
Run summary
-----------

.. list-table::
   :header-rows: 1

   * - Metric
     - Value
   * - Result of the run
     - finished clean
   * - Number of warnings the tools reported
     - 26
   * - Unrepaired setup endpoints after global routing
     - false
   * - Critical R2R Capture
     - rdata[25]
   * - Post-synthesis chip area from yosys
     - around 0.31 mm2
   * - Worst hold slack
     - 0.9537 ns
   * - Clock root cell
     - clkbuf_16
   * - Startpoint of the worst-slack reg-to-reg timing path
     - mem[142][25]
   * - Initial antenna violation count
     - 47
   * - Final core occ
     - 46.10%
   * - Maximum vdd drop
     - 0.00003079 V
   * - Number of cells traversed by the worst register-to-register path
     - 6
   * - Sequential area share after synthesis
     - 79.82%
   * - Sum of net half-perimeters after detailed placement
     - about 520000 um
   * - Number of cells in Yosys stat
     - 13090
   * - Worst setup SP type
     - input port
   * - Final period util
     - 30.62%
   * - Top cells by count, synth
     - edfxtp_1 (8192), mux4_2 (2048), a22oi_1 (1024)
   * - Most used flip-flop cell
     - edfxtp_1
   * - Maximum operating frequency
     - about 0.05 GHz
   * - Highest net fanout along the worst path
     - just under 70
   * - Final Setup Violations
     - 0
   * - Final Slew Violations
     - 0
   * - Average wire per cell in the routed design
     - 35.66 um
   * - Vias in the first global route
     - 161700
   * - Maximum count of clock buffers along a single path
     - 4
   * - Number of DRC violations after detailed routing
     - 0
   * - Vias per cell
     - 5.879
   * - Launch instance of the worst min-delay path
     - mem[65][19]
   * - Number of endpoints with negative hold slack in the final report
     - 0
   * - Total of flip-flops plus latches after synthesis
     - about 8200
   * - Clock sinks
     - roughly 8000
   * - Latency at later pin
     - 1.19 ns
   * - Die outline area
     - 0.7760 mm2
   * - Worst endpoint required time
     - 67.61 ns
   * - Relative slew slack
     - 7.249%
   * - Total standard cell area after synthesis
     - 0.3090 mm2
   * - Final non-filler cell total
     - ~25000
   * - Cell type contributing the most total cell area after synthesis
     - edfxtp_1
   * - Flip-flops with a built-in enable
     - 8192
   * - Fin Clk Skew
     - 0.1040 ns
   * - Number of cells produced by synthesis
     - 13090
   * - Count of different cell masters after synthesis
     - 22
   * - Number of setup buffers added after CTS
     - 0
   * - Syn-to-layout area delta
     - 14.75%
   * - Die boundary height
     - 880.9 um
   * - Top-area cell type share of the netlist area
     - 79.61%
   * - Number of rows created at floorplan
     - between 300 and 400
   * - Total wirelength of the detailed-routed design
     - 889600 um
   * - # Max-Cap Violations
     - 0
   * - Count of hold buffers inserted by post-cts repair
     - 0
   * - Worst-case register-to-register setup slack
     - between 60 and 70 ns
   * - Area of the core
     - 0.7691 mm2
   * - # placed instances
     - 23420
   * - Routed Antenna Nets
     - 0
   * - Synthesized area divided by synthesized cell count
     - 23.61 um2
   * - Routed via count
     - 146600
   * - Shortest clock period the worst path allows after layout
     - 20.40 ns
   * - Worst EP arrival
     - 21.41 ns
   * - Clock tree from TritonCTS
     - built
   * - Critical Setup Path Class
     - in -> reg
   * - Ys async rst share
     - 0%
   * - Top post-synthesis cells by area
     - edfxtp_1 (80%), mux4_2 (15%), a22oi_1 (2.5%), a21oi_1 (0.83%), clkbuf_1 (0.60%)
   * - Crit path capture type
     - register
   * - Number of synthesis warnings
     - 1
   * - Total power divided by cell area
     - between 30 and 40 mW/mm2
   * - Overall fraction of global-route tracks in use
     - about 25%
   * - Final worst setup slack
     - 46.20 ns
   * - Static power due to leakage
     - 107.8 nW
   * - Most numerous cell in the Yosys netlist
     - edfxtp_1
   * - Setup TNS
     - 0 ns
   * - Hold crit path type
     - reg -> reg
   * - Total congestion overflow after global routing
     - 0
   * - Initial Utilization
     - 40.18%
   * - CTS buffer count
     - 818
   * - Worst setup path endpoint
     - rdata[7]
   * - Count of H-tree levels built during CTS
     - 6
   * - GPL Wtd Cong
     - approximately 0.90
   * - Count of boundary I/O pins
     - about 74
   * - Slew at the pin closest to its max-slew limit
     - about 1.4 ns
   * - Clock-pin transition on the worst setup and hold timing paths
     - roughly 0.06 ns
   * - Die width
     - 880.9 um
   * - Number of port buffers
     - approximately 73
   * - Fraction of final layout cells sized beyond drive strength 1
     - 30.03%
   * - Number of DRC violations after detailed-routing iteration 0
     - 10020
   * - Worst slack, placed
     - 44.96 ns
   * - Start point of the critical path
     - addr[0]
   * - Number of detailed-route iterations in the first pass
     - 5
   * - First-pass GRT wire length
     - 1239000 um
   * - Quantity of gates resized following cts
     - 0
   * - Largest net degree at the start of global routing
     - slightly below 100
==> registers in the layout, summed over array words and instances, names as in the netlist <==
| name | cells |
|---|---|
| mem | 8192 |
| rdata | 32 |
==> area by class of cell <==
| class | instances | area, um2 |
|---|---|---|
| antenna | 21 | 52.55 |
| timing repair buffer | 925 | 7485 |
| clock buffer | 1025 | 21420 |
| clock inverter | 478 | 4409 |
| multi-input combinational | 4066 | 61820 |
| inverter | 1 | 3.754 |
| sequential | 8224 | 246600 |
| fill | 61460 | 414500 |
| tap | 10210 | 12770 |
==> per-layer routing <==
layer / GRT usage (%) / vias up / part of all wire (%)
met5: 2.984 / - / 0.27
met1: 26.91 / 74720 / 28
met2: 35.05 / 11320 / 45
met3: 24.63 / 1552 / 22
li1: - / 58990 / -
met4: 8.467 / 69 / 4.6
==> cell families after synthesis <==
family          after synthesis  share of synthesized area (%)
mux                        2048                          14.93
simple gates                354                         0.4887
compound gates             1664                          3.680
buf+inv                     797                          1.088
flops                      8224                          79.82
==> cell usage in the layout, fill, tap and decap left out, drive strengths merged, types with 28 or more instances in the layout <==
master / count
nor3: 30
edfxtp: 8192
dfxtp: 32
a21oi: 512
o41ai: 128
buf: 886
clkdlybuf4s50: 39
a22oi: 1024
clkinv: 377
mux4: 2048
nand4: 32
bufinv: 61
clkbuf: 1025
nand2: 28
nor2: 232
inv: 33
==> through the flow <==
| stage | area [um2] | power [mW] |
|---|---|---|
| 5_1_grt | 354600 | 10.98 |
| 2_1_floorplan | 309000 | 6.057 |
| 6_report | 354600 | 10.70 |
| 3_5_place_dp | 328700 | 6.345 |
| 3_3_place_gp | 328700 | 6.341 |
| 4_1_cts | 354500 | 10.76 |
==> power by group <==
part	internal, mW	leakage [nW]	switching (mW)
clock	2.52	12.6	1.94
combinational	0.168	21.3	0.346
sequential	5.71	73.9	0.0171
==> critical path, stage by stage <==
cell and delay (ns):
buf_16 0.35, buf_4 0.57, buf_4 0.75, buf_4 0.64, buf_4 0.62, buf_12 0.54, buf_4 0.64, buf_12 0.49
buf_4 0.60, mux4_2 0.57, a22oi_1 0.24, a21oi_1 0.11, buf_4 0.18, o41ai_1 1.14, nand4_1 0.19
==> worst min path at each step <==
stage / endpoint / slack (ns) / cells after the start
after global routing: rdata[19] / 0.99 / 5
after CTS: rdata[19] / 0.97 / 5
final: rdata[19] / 0.95 / 5
Power figures rest on the tool's default switching activity, not on a simulated workload.
